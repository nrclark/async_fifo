$ cat flow/design.v
`default_nettype none
module sync_fifo #(
    parameter DATA_WIDTH = 8,
    parameter FIFO_DEPTH = 16
)(
    input wire i_clk,
    input wire i_rst,
    input wire i_rd_en,
    input wire i_wr_en,
    input wire [DATA_WIDTH-1:0] i_data_in,
    output wire o_full,
    output wire o_empty,
    output reg [DATA_WIDTH-1:0] o_data_out = 0
);
    parameter ADDR_WIDTH = $clog2(FIFO_DEPTH);
    reg [ADDR_WIDTH-1:0] wr_pointer = 0;
    reg [ADDR_WIDTH-1:0] rd_pointer = 0;
    reg [ADDR_WIDTH:0] status_cnt = 0;
    reg [DATA_WIDTH-1:0] mem [FIFO_DEPTH-1:0];
    assign o_full = (status_cnt == (FIFO_DEPTH-1));
    assign o_empty = (status_cnt == 0);
    always @ (posedge i_clk or posedge i_rst)
    begin: WRITE_POINTER
        if (i_rst)
            wr_pointer <= 0;
        else if (i_wr_en)
            wr_pointer <= wr_pointer + 1;
    end
    always @ (posedge i_clk or posedge i_rst)
    begin: READ_POINTER
        if (i_rst)
            rd_pointer <= 0;
        else if (i_rd_en)
            rd_pointer <= rd_pointer + 1;
    end
    always @ (posedge i_clk or posedge i_rst)
    begin: STATUS_COUNTER
        if (i_rst)
            status_cnt <= 0;
        else if (i_rd_en && (!i_wr_en) && (status_cnt != 0))
            status_cnt <= status_cnt - 1;
        else if (i_wr_en && (!i_rd_en) && (status_cnt != FIFO_DEPTH))
            status_cnt <= status_cnt + 1;
    end
    always @ (posedge i_clk)
    begin: RAM
        if (i_wr_en)
            mem[wr_pointer] <= i_data_in;
        if (i_rd_en)
            o_data_out <= mem[rd_pointer];
    end
endmodule
`default_nettype wire
$ cat flow/run.sh
#!/bin/bash
# OpenROAD 26Q1-2900-gdf79404cd8, Yosys 0.63+post, stock flow scripts
make -C /OpenROAD-flow-scripts/flow DESIGN_CONFIG=/design/flow/config.mk WORK_HOME=/design/flow/orfs finish
$ cat flow/config.mk
export PLATFORM = sky130hd
export DESIGN_NAME = sync_fifo
export DESIGN_NICKNAME = sync_fifo
export VERILOG_FILES = /design/flow/design.v
export SDC_FILE = /design/flow/constraint.sdc
export NUM_CORES = 4
export LEC_CHECK = 1
export CORE_UTILIZATION = 50
$ cat flow/constraint.sdc
current_design sync_fifo

set clk_period 3.2
set clk_io_pct 0.2

create_clock -name clk0 -period $clk_period [get_ports {i_clk}]

set non_clock_inputs [all_inputs -no_clocks]
set_input_delay [expr $clk_period * $clk_io_pct] -clock clk0 $non_clock_inputs
set_output_delay [expr $clk_period * $clk_io_pct] -clock clk0 [all_outputs]
==> impl_metrics.yaml <==
# generated from flow reports
run_status:
  outcome: "finished clean"
worst_setup_path:
  setup_crit_start_kind: "register"
  timing.critical_path.slowest_cell_delay_ns: 0.56
  setup.worst_path.class: "reg2reg"
  critical-path-top-cell-by-count: "sky130_fd_sc_hd__a21o_1"
  cp.required_ns: 3.49
  crit_family: "AND-OR/OR-AND gates"
  critical_path_arrival_ns: 2.96
  path_max_fanout: 6
  slowest_stage: "sky130_fd_sc_hd__nor4_2"
  crit_chain: "nor4_2 > a21oi_1 > fa_1 > a21o_1 > a2111oi_0 > a21o_1 > a221oi_1"
  critical_path_buf_inv_count: 0
  worstSetupEndpointType: "register"
placed_design:
  place.gp.congestion: 0.859
  place_hpwl_um: 6590
  dp_slack_ns: 0.315
  io_buffer_count: 21
clock_network:
  cts_tree: "done"
  holdBufCountCts: 0
  cts_sink_count: 149
  post_cts_buffers: 0
  cts.clk_slew.worst_paths_ns: 0.06
  clk_path_buf_depth: 2
  cts_bufs_inserted: 17
  cts_htree_levels: 4
  clk-insertion-delay-late_ns: 0.42
  cts.root.buffer_cell: "sky130_fd_sc_hd__clkbuf_16"
  cts-resized-gates: 0
power_and_ir_drop:
  peakVddDrop_mv: 0.385
  overall_power_of_the_completed_layout_w: 0.00608
  p_leak_nw: 2.41
  pwr_density_cell_nw_per_um2: 866
global_route:
  grt.total_usage_pct: 21.5
  grt_pass1_vias: 3071
  first_pass_grt_wire_length_um: 17500
  antenna_found_initial: 0
  grt_max_degree: 36
  grt_overflow: 0
detailed_routing:
  routed.top_layer: "met4"
  route.detailed.vias_per_inst: 5.88
  insertedDiodeCount: 0
  postRouteWirelength_um: 11100
  wire_length_on_met1_um: 4110
  postRouteAntennaNets: 0
  vias: 2827
  route.detailed.wl_per_inst_um: 23.1
  total_length_of_routed_met3_wires_um: 1430
  drt-pass1-iter-count: 4
  dr.first_iter.drc_count: 202
  drcViolationCount: 0
  route.met2.wl_um: 5360
floorplanning:
  die_width_um: 113
  std_cell_rows: 40
  pin_count: 22
  starting_density_of_the_core_pct: 51.3
  die-height_um: 113
  floorplan_core_area_um2: 12000
  chip_area_um2: 12700
sta:
  layout_worst_path_cycle_share_pct: 83.5
  report.final.hold_viol_count: 0
  totalNegativeSetupSlack_ns: 0
  setup_viol: 0
  max-slew-margin-rel_pct: 50.4
  setup_ws_ns: 0.527
  final-max-slew-violation-count: 0
  fin_crit_ns: 2.67
  tightest_slew_ns: 0.744
  finClkSkew_ns: 0.0111
  clock.fmax_ghz: 0.374
  rsz0062_at_grt: "false"
synth:
  yosys.stat.seqShare_pct: 71.9
  yosys.area_share.simple_pct: 4.30
  synth.comb.largest_family: "multiplexers"
  synth_area_um2: 6130
  synth_flops: 149
  yosysTopAreaCellShare_pct: 66.6
  synth.cellmix.xorXnorShare_pct: 1.14
  postSynthAreaPerCell_um2: 21.1
  yosys_cells: 290
  yosysTopAreaCell: "sky130_fd_sc_hd__edfxtp_1"
  muxShareOfSynthArea_pct: 16.6
  synth_cell_types: 39
  yosys_area_um2: 6130
  synthTopCellsByArea: "sky130_fd_sc_hd__edfxtp_1 67%, sky130_fd_sc_hd__mux4_1 9.0%, sky130_fd_sc_hd__mux4_2 7.0%"
  ys_warn_count: 1
  netlist_instances: 290
  aoi_share_pct: 1.94
  synth_adder_area_share_pct: 1.96
cells_and_area:
  postLayoutCoreUtil_pct: 58.7
  post_route_cells_drive_above_1_share_pct: 16.8
  area.growth.synth_to_final_pct: 14.5
flow_run:
  warning_count: 28
  cap_viol_max_count: 0
worst_hold_path:
  worst_hold_path_type: "reg2reg"
[layout make-up]
type | count | area (um2)
Fill cell | 861 | 4940
Multi-Input combinational cell | 124 | 1590
Clock inverter | 13 | 134
Timing Repair Buffer | 25 | 253
Inverter | 4 | 15.0
Clock buffer | 19 | 433
Tap cell | 147 | 184
Sequential cell | 149 | 4410
[worst paths after layout]
path	slack, ns	startpoint	endpoint	cells past startpoint
worst max-delay path	0.53	status_cnt[0]$_DFFE_PP0P_	status_cnt[4]$_DFFE_PP0P_	7
worst min-delay path	0.54	wr_pointer[3]$_DFFE_PP0P_	wr_pointer[3]$_DFFE_PP0P_	1
worst max register to register	0.53	status_cnt[0]$_DFFE_PP0P_	status_cnt[4]$_DFFE_PP0P_	7
worst min register to register	0.54	wr_pointer[3]$_DFFE_PP0P_	wr_pointer[3]$_DFFE_PP0P_	1
max in group asynchronous	2.20	i_rst	rd_pointer[0]$_DFFE_PP0P_	2
min in group asynchronous	0.59	i_rst	status_cnt[1]$_DFFE_PP0P_	2
[layer usage]
| metal | vias to the layer above | GRT usage, % |
|---|---|---|
| met2 | 141 | 31.5 |
| met5 | - | 0 |
| met3 | 16 | 13.7 |
| met1 | 1397 | 31.2 |
| met4 | 0 | 2.84 |
| li1 | 1273 | - |
[cell usage in the layout, fill, tap and decap left out, types with 3 or more instances in the layout]
master and n:
sky130_fd_sc_hd__clkdlybuf4s50_1 21, sky130_fd_sc_hd__edfxtp_1 136, sky130_fd_sc_hd__nor2_1 7, sky130_fd_sc_hd__mux4_2 19, sky130_fd_sc_hd__xnor2_1 5, sky130_fd_sc_hd__clkinv_2 5, sky130_fd_sc_hd__and2_1 16, sky130_fd_sc_hd__a221oi_1 3
sky130_fd_sc_hd__a21o_1 3, sky130_fd_sc_hd__nand2_1 6, sky130_fd_sc_hd__dfrtp_1 12, sky130_fd_sc_hd__mux4_1 21, sky130_fd_sc_hd__clkbuf_16 17, sky130_fd_sc_hd__o21ai_0 3, sky130_fd_sc_hd__ha_1 8, sky130_fd_sc_hd__clkinvlp_4 3
sky130_fd_sc_hd__a21oi_1 5, sky130_fd_sc_hd__inv_1 4, sky130_fd_sc_hd__buf_4 3, sky130_fd_sc_hd__xor2_1 3, sky130_fd_sc_hd__mux2i_1 3
[cells in the mapped netlist]
cell type / n
sky130_fd_sc_hd__a2111oi_0: 1
sky130_fd_sc_hd__a21o_1: 3
sky130_fd_sc_hd__a21oi_1: 5
sky130_fd_sc_hd__a221oi_1: 3
sky130_fd_sc_hd__a311oi_1: 1
sky130_fd_sc_hd__and2_1: 16
sky130_fd_sc_hd__and3_1: 2
sky130_fd_sc_hd__and3b_1: 1
sky130_fd_sc_hd__buf_1: 2
sky130_fd_sc_hd__buf_12: 2
sky130_fd_sc_hd__buf_4: 2
sky130_fd_sc_hd__buf_6: 2
sky130_fd_sc_hd__buf_8: 1
sky130_fd_sc_hd__clkbuf_1: 4
sky130_fd_sc_hd__dfrtp_1: 13
sky130_fd_sc_hd__edfxtp_1: 136
sky130_fd_sc_hd__fa_1: 1
sky130_fd_sc_hd__ha_1: 8
sky130_fd_sc_hd__inv_1: 4
sky130_fd_sc_hd__mux2_2: 1
sky130_fd_sc_hd__mux2i_1: 3
sky130_fd_sc_hd__mux4_1: 21
sky130_fd_sc_hd__mux4_2: 19
sky130_fd_sc_hd__nand2_1: 6
sky130_fd_sc_hd__nand2b_1: 2
sky130_fd_sc_hd__nand3_1: 2
sky130_fd_sc_hd__nand4_1: 2
sky130_fd_sc_hd__nor2_1: 7
sky130_fd_sc_hd__nor3b_1: 1
sky130_fd_sc_hd__nor4_2: 1
sky130_fd_sc_hd__nor4bb_1: 1
sky130_fd_sc_hd__o211ai_1: 1
sky130_fd_sc_hd__o21ai_0: 3
sky130_fd_sc_hd__o21ai_1: 1
sky130_fd_sc_hd__or3_1: 2
sky130_fd_sc_hd__or3b_1: 1
sky130_fd_sc_hd__or4_1: 1
sky130_fd_sc_hd__xnor2_1: 5
sky130_fd_sc_hd__xor2_1: 3
[registers in the layout (all words and copies together), names as in the netlist]
name,flops
mem,128
o_data_out,8
rd_pointer,4
status_cnt,5
wr_pointer,4
[power by group]
group	leakage [nW]	switching, W	internal, W
sequential	1.39	0.000241	0.00246
combinational	0.746	0.000659	0.000847
clock	0.273	0.000731	0.00114
[cells by family after synthesis]
group | count (synthesis)
mux | 44
compound gates | 18
flops | 149
simple gates | 45
xor+xnor | 8
buf+inv | 17
fa+ha+maj | 9
[metrics by stage]
| step | std cells | hold slack [ns] | instance area (um2) |
|---|---|---|---|
| after floorplan | 290 | 0.494 | 6130 |
| after global placement | 449 | 0.534 | 6460 |
| after detailed placement | 449 | 0.524 | 6460 |
| after CTS | 481 | 0.542 | 7020 |
| after global routing | 481 | 0.583 | 7020 |
| final | 481 | 0.538 | 7020 |
No activity file was given, so power comes from the tool's default toggle rates.
