===== design/flow/run.sh =====
#!/bin/bash
# OpenROAD 26Q1-2900-gdf79404cd8, Yosys 0.63+post, stock flow scripts
make -C /OpenROAD-flow-scripts/flow DESIGN_CONFIG=/design/flow/config.mk WORK_HOME=/design/flow/orfs finish

===== design/flow/config.mk =====
export PLATFORM = sky130hd
export DESIGN_NAME = sync_counter
export DESIGN_NICKNAME = sync_counter
export VERILOG_FILES = /design/flow/design.v
export SDC_FILE = /design/flow/constraint.sdc
export NUM_CORES = 4
export LEC_CHECK = 1
export CORE_AREA = 10 10 70 70
export DIE_AREA = 0 0 80 80

===== design/flow/constraint.sdc =====
current_design sync_counter

set clk_period 1.9
set clk_io_pct 0.2

create_clock -name clk0 -period $clk_period [get_ports {i_clk}]

set non_clock_inputs [all_inputs -no_clocks]
set_input_delay [expr $clk_period * $clk_io_pct] -clock clk0 $non_clock_inputs
set_output_delay [expr $clk_period * $clk_io_pct] -clock clk0 [all_outputs]

===== design/flow/design.v =====
`default_nettype none
module sync_counter #(
    parameter DATA_WIDTH = 8
)(
    input wire i_clk,
    input wire i_rst,
    input wire i_enable,
    output reg [DATA_WIDTH-1:0] o_data_out = 0
);
    always @ (posedge i_clk)
   	begin: INCREMENT
   		if(i_rst)
   			o_data_out <= 0;
		else if (i_enable)
			o_data_out <= o_data_out + 1;
    end
endmodule
`default_nettype wire

==> datasheet_impl.txt <==
Table: implementation figures

Parameter                              Value

Status
  Result of the run    completed

Route
  # diodes    0
  Wire length reported by the detailed router    789 µm
  Detailed router's first-iteration violation count    11
  Per-cell routed wire length    ~8.4 µm
  Remaining number of nets flagged by the antenna check after routing    0
  Remaining DRCs    0
  Average via count per standard cell    approximately 3.3
  Pre-antenna DRT Iters    4
  Via count of the routed design    306

Floorplan
  Area of the core region    between 0.003 and 0.004 mm²
  Die outline width    80 µm
  Rows    21
  Chip area    0.006400 mm²
  Top Ports    11
  Init Core Util    9.927%
  Chip height    80 µm

Synthesis
  Yosys stat chip area    ~340 µm²
  Synthesized area divided by synthesized cell count    just over 9 µm²
  Post-Syn Instances    37
  Summed instance area of the synthesized netlist    339.1 µm²
  Share of the yosys chip area belonging to registers    between 40% and 50%
  Yosys synthesis warning count    1
  Post-synthesis cell type count    15
  Cell count listed in synth_stat.txt    37
  Count of state elements after synthesis    8

Setup path
  Crit-path max cell delay    around 0.52 ns
  Crit path launch type    flip-flop
  Biggest fanout along the worst timing path    6
  Dominant delay contributor by cell family on the critical path    buffers and inverters
  Critical register-to-register path startpoint    o_data_out[0]
  Highest-delay cell along the critical path    clkdlybuf4s50_1
  Worst Setup SP    o_data_out[3]
  Data arrival, critical path    1.21 ns
  Worst Setup Path Type    flip-flop to output pin
  Critical Path Sink Type    output pin
  Cells along the critical path    clkdlybuf4s50_1
  Worst path buffer plus inverter count    1
  Data required time at the worst endpoint    1.52 ns

CTS
  TritonCTS clock tree    done
  H-tree depth reported by CTS    1
  CTS buffer count    3
  Clock Tree Buf Depth    2
  Buffers inserted during post-CTS setup optimization    0
  Post-cts gate resize count    0
  Root buffer cell    clkbuf_4
  Clock transition at the registers of the reported paths    ~0.050 ns
  Worst-skew pair later-pin latency    around 0.25 ns
  Number of sinks driven by the clock tree    8
  Post-cts hold buffer count    0

Layout
  Register bank with the most flops    o_data_out
  Filler Cells Inserted    slightly below 400
  Area growth syn-to-layout    49.82%
  Top flop regs    o_data_out x8
  Flip-flop count of the largest register, all copies and words added    8
  Final cell area excluding filler cells    508.0 µm²
  Fraction of layout cells with a size suffix above 1    8.333%

Global route
  Global-route wire length before repair    1338 µm
  Remaining Overflow, GRT    0
  Number of antenna violations at the first check in global routing    0
  Maximum number of pins on one net before global-route repair    9
  Overall fraction of global-route tracks in use    approximately 2.7%
  Via count of the first global-routing pass    about 300

Placed design
  Placed Area    between 400 and 500 µm²
  Tally of buffers added on design ports    10
  RePlAce Congestion    between 0.7 and 0.8

Final timing
  Achievable frequency    628.8 MHz
  Final Critical Period    approximately 1.6 ns
  Part of the cycle the worst path needs    between 80 and 90%
  Max-slew violation count    0
  Tightest slew margin relative to the limit    81.05%
  Fin Clk Skew    0.0005585 ns
  Setup repair after global routing missed its margin    no
  Final setup fails    0
  Setup_tns    0 ns
  Hold violation count in the final report    0
  Slew at the pin closest to its max-slew limit    between 0.2 and 0.3 ns

Worst hold path
  Path category of the worst min-delay check    flip-flop to flip-flop
  Launch point of the worst hold path    o_data_out[6]

Power
  Power Dens Cells    ~650 mW/mm²
  Peak supply drop    around 0.38 mV
  LEAKAGE    0.1737 nW

Flow run
  # Max-Cap Violations    0
  Number of warnings in the stage logs    25
synth_stat cells:
master	n	area, µm²
nor2_1	5	18.77
o21ai_0	3	15.01
a21oi_1	3	15.01
nand2_1	2	7.510
mux2i_1	1	10.01
buf_4	1	7.510
dfxtp_1	8	160.2
buf_1	1	3.750
xnor2_1	1	8.760
nand4_1	2	12.51
ha_1	1	12.51
or3_1	3	18.77
nand3_1	2	10.01
xor2_1	3	26.28
nand4_2	1	12.51
report_power, final:
part / leakage (nW) / switching (mW) / total (mW) / internal, mW
clock: 0.0138 / 0.0554 / 0.127 / 0.0721
combinational: 0.0951 / 0.00937 / 0.0261 / 0.0168
sequential: 0.0648 / 0.00583 / 0.179 / 0.173
total: 0.174 / 0.0706 / 0.332 / 0.262
per-stage QoR:
stage | setup slack (ns) | power, mW | instances | util [%] | hold WS (ns)
floorplan | 0.7462 | 0.1947 | 37 | - | 0.4448
global placement | 0.1920 | 0.2081 | 91 | 14.21 | 0.4841
detailed placement | 0.1497 | 0.2083 | 91 | 14.21 | 0.5033
CTS | 0.2992 | 0.3396 | 94 | 14.87 | 0.5195
global route | 0.2323 | 0.3596 | 94 | 14.87 | 0.5397
finish | 0.3097 | 0.3322 | 94 | 14.87 | 0.5170
cells in the final DEF, fill, tap and decap left out:
cell,n
a21oi_1,3
ha_1,1
clkbuf_4,3
xor2_1,3
nand4_1,2
dfxtp_1,8
nand4_2,1
nand2_1,2
nand3_1,2
o21ai_0,3
clkdlybuf4s50_1,10
or3_1,3
nor2_1,5
xnor2_1,1
mux2i_1,1
cell type report:
cell class                      instances  area (µm²)  share of cell area [%]
Multi-Input combinational cell         27       167.7                   33.00
Clock buffer                            3       22.52                   4.433
Timing Repair Buffer                   10       100.1                   19.70
Sequential cell                         8       160.2                   31.53
Tap cell                               46       57.56                   11.33
layer usage:
layer / GRT usage [%] / vias up / routed length, µm / share of wire, %
met3: 2.500 / 0 / 113 / 14
met4: 0.3521 / 0 / 0 / 0
li1: - / 153 / - / -
met5: 0 / - / 0 / 0
met1: 3.968 / 136 / 492 / 62
met2: 2.648 / 17 / 183 / 23
cells by family (layout without fill, tap and decap cells):
| kind of cell | count (synthesis) | after routing | share of synthesized area (%) |
|---|---|---|---|
| xor+xnor | 4 | 4 | 10.33 |
| compound gates | 6 | 6 | 8.853 |
| simple gates | 15 | 15 | 23.62 |
| fa+ha+maj | 1 | 1 | 3.689 |
| buf+inv | 2 | 13 | 3.321 |
| flops | 8 | 8 | 47.23 |
| mux | 1 | 1 | 2.952 |
worst paths after layout:
check / endpoint / slack, ns / cells after the start
worst max-delay path: o_data_out[3] / 0.31 / 1
worst min-delay path: o_data_out[6] / 0.52 / 2
worst max register to register: o_data_out[6] / 0.60 / 4
worst min register to register: o_data_out[6] / 0.52 / 2
Power figures rest on the tool's default switching activity, not on a simulated workload.
